==> flow/design.v <==
module adder (a,b,c);
	input [15:0] a;
	input [15:0] b;
	output [15:0] c;
	wire [14:0] vala;
	wire [14:0] valb;
	assign vala = a;
	assign valb = b;
	wire signa = a[15];
	wire signb = b[15];
	reg [15:0] c;
	always @(*)
	begin
		if(signa==signb)
		begin
			c <= vala + valb;
			c[15] <= signb;
		end
		else if(vala > valb)
		begin
			c <= vala - valb;
			c[15] <= signa;
		end
		else
		begin
			c <= valb - vala;
			c[15] <= signb;
		end
	end
endmodule
==> flow/run.sh <==
#!/bin/bash
# OpenROAD 26Q1-2900-gdf79404cd8, Yosys 0.63+post, stock flow scripts
make -C /OpenROAD-flow-scripts/flow DESIGN_CONFIG=/design/flow/config.mk WORK_HOME=/design/flow/orfs finish
==> flow/config.mk <==
export PLATFORM = sky130hd
export DESIGN_NAME = adder
export DESIGN_NICKNAME = adder
export VERILOG_FILES = /design/flow/design.v
export SDC_FILE = /design/flow/constraint.sdc
export NUM_CORES = 4
export LEC_CHECK = 1
export CORE_AREA = 10 10 101 101
export DIE_AREA = 0 0 111 111
==> flow/constraint.sdc <==
current_design adder

set clk_period 14.6
set clk_io_pct 0.2

create_clock -name clk0 -period $clk_period

set non_clock_inputs [all_inputs -no_clocks]
set_input_delay [expr $clk_period * $clk_io_pct] -clock clk0 $non_clock_inputs
set_output_delay [expr $clk_period * $clk_io_pct] -clock clk0 [all_outputs]
==> reports/qor.log <==
[job] warning total across the stage logs 66
[logic_synthesis] number of unique standard cell types used by synthesis 50
[power_and_ir_drop] Leakage 1.31 nW
[clocking] number of hold-repair buffers added at the cts stage 0
[layout] Comb gate area 1980 sq um
[run_status] run status completed
[timing] final worst path period need 10.01 ns
[logic_synthesis] Cell Area, Synth 2210 sq um
[min_path] class of the worst hold path in2out
[drt] first-iteration detailed-routing DRC count 155
[grt] maximum number of pins on one net before global-route repair 26
[layout] Synth-to-Final Area Change 25.4%
[die] Core Rows 33
[layout] layout cell share with drive strength beyond 1 2.28%
[clocking] number of gates resized after cts 0
[timing] Tcrit/Tclk final 68.5%
[place] detailed placer's ending HPWL 5110 um
[logic_synthesis] instance count of the mapped netlist 316
[timing] worst-margin pin slew 0.831 ns
[worst_setup_path] largest stage delay on the critical path 0.70 ns
[worst_setup_path] crit path launch a[8]
[die] Core Box Area 8130 sq um
[drt] final WL 6130 um
[logic_synthesis] top cells, area ha_1 (28%), inv_1 (7.5%), a21oi_1 (5.9%)
[logic_synthesis] yosys synthesis chip area 2210 sq um
[worst_setup_path] element type at the critical path end primary output
[die] starting utilization of the core area 27.2%
[min_path] Cells on Worst Hold Path 4
[logic_synthesis] warnings from Yosys 1
[timing] setup slack after layout 4.59 ns
[layout] clock tree buffer count of the final layout 0
[worst_setup_path] highest-delay cell along the critical path a31oi_4
[grt] vias in the first global route 2227
[die] area enclosed by the die boundary 12300 sq um
[worst_setup_path] worst-path cell chain clkdlybuf4s50_1 -> inv_1 -> ha_1 -> inv_1 -> or4_1 -> a31o_1 -> a31oi_4 -> mux2i_1 -> a221o_1 -> a311oi_2 -> xnor2_1 -> clkdlybuf4s50_1
[place] placer's final routability congestion estimate 0.878
[layout] number of fill cells in the layout 839
[drt] residual DRC count 0
[grt] global-route wire length before repair 10500 um
[timing] final-report hold violation count 0
[layout] sequential cell count 0
[die] Die X-Extent 111 um
[timing] Max Clock Freq 0.0999 GHz
[power_and_ir_drop] pwr dens 45.3 nW/um^2
[logic_synthesis] largest area contributor in the netlist ha_1
[drt] detailed-route vias per instance 4.93
[layout] most frequent cells in the layout ha_1 (49), clkdlybuf4s50_1 (48), inv_1 (44)
[min_path] Min-Delay Startpoint b[0]
[drt] count of TritonRoute iterations in the first routing pass 5
[die] I/O pin total 48
[timing] RSZ-0062 raised after global routing no
[drt] detail-routed net length per standard cell 13.4 um
[place] Port Buf Inserts 48
[logic_synthesis] Area leader share 27.7%
[grt] GRT Overall Usage 9.65%
[drt] DR vias 2247
[grt] number of antenna violations at the first check in global routing 0
[timing] headroom to the max-slew limit 44.6%
[worst_setup_path] maximum fanout along the worst path 25
[job] Max Cap Violations 0
[layout] combined flip-flop and latch cell area 0 sq um
[logic_synthesis] syn avg cell area 7.01 sq um
[layout] most frequent standard cell in the layout excluding fill and tap cells ha_1
[timing] final count of pins violating max slew 0
[logic_synthesis] number of cells in Yosys stat 316
[timing] final setup TNS 0 ns
[drt] total inserted antenna cells 0
[worst_setup_path] classification of the worst setup path in2out
[clocking] number of buffers added for setup after CTS 0
[logic_synthesis] sequential share of the synthesized area 0%
[worst_setup_path] sort of element at the start of the critical path input pin
[grt] residual overflow from global routing 0
[timing] final setup fails 0
[worst_setup_path] signal arrival time at the worst endpoint 7.09 ns
[power_and_ir_drop] Worst IR Drop VDD 0.0192 mV
[place] Place WS 4.57 ns
[die] height of the die 111 um
[drt] post-detailed-route count of antenna-violating nets 0
[min_path] Hold Path Sink c[0]
[worst_setup_path] data required time of the critical path 11.68 ns
==> layer usage <==
metal	GRT usage (%)	up-vias	share of wire, %
li1	-	1183	-
met1	14.2	1000	52
met2	15.6	64	44
met3	0.985	0	4.3
met4	0.0868	0	0
met5	0	-	0
==> Yosys cell counts, types with 4 or more instances <==
| cell | n |
|---|---|
| a21oi_1 | 26 |
| nor4_1 | 4 |
| a31oi_1 | 6 |
| nor2_1 | 24 |
| o21bai_1 | 4 |
| nand2_1 | 14 |
| o21ai_0 | 18 |
| o31ai_1 | 6 |
| a21o_1 | 14 |
| a211oi_1 | 5 |
| mux2i_1 | 7 |
| nor3_1 | 7 |
| clkbuf_1 | 11 |
| xnor2_1 | 11 |
| nor2b_1 | 8 |
| inv_1 | 44 |
| ha_1 | 49 |
| nand2b_1 | 4 |
==> worst max path at each step <==
stage         cells after the start     to
CTS                              12  c[10]
global route                     12  c[10]
finish                           12  c[10]
==> per-stage QoR <==
step | instances | instance area, sq um | power (mW) | util [%] | hold slack, ns
after global placement | 456 | 2780 | 0.127 | 34.1 | 6.97
after CTS | 456 | 2780 | 0.127 | 34.1 | 7.00
after floorplan | 316 | 2210 | 0.0737 | - | 5.94
after detailed placement | 456 | 2780 | 0.127 | 34.1 | 6.99
final | 456 | 2780 | 0.126 | 34.1 | 6.98
after global routing | 456 | 2780 | 0.141 | 34.1 | 7.03
==> worst max-delay path, delay by kind of cell <==
kind            cells  cell delay (ns)
compound gates      4             1.66
fa+ha+maj           1             0.47
xor+xnor            1             0.14
simple gates        1             0.51
mux                 1             0.20
buf+inv             4             1.20
==> logic make-up after synthesis <==
| family | share of synthesized area [%] |
|---|---|
| buf+inv | 10.5 |
| compound gates | 32.7 |
| simple gates | 16.7 |
| fa+ha+maj | 30.4 |
| mux | 4.18 |
| xor+xnor | 5.54 |
==> power by group <==
group	leakage [nW]	total, mW	switching [mW]	internal (mW)
logic	1.31	0.126	0.0605	0.0654
registers	0	0	0	0
clock network	0	0	0	0
total	1.31	0.126	0.0605	0.0654
==> cell type report <==
cell class	instances	area share (%)
Multi-Input combinational cell	256	71.4
Timing Repair Buffer	50	17.8
Inverter	45	6.08
Tap cell	105	4.73
No activity file was given, so power comes from the tool's default toggle rates.
