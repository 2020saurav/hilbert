### flow/run.sh
#!/bin/bash
# OpenROAD 26Q1-2900-gdf79404cd8, Yosys 0.63+post, stock flow scripts
make -C /OpenROAD-flow-scripts/flow DESIGN_CONFIG=/design/flow/config.mk WORK_HOME=/design/flow/orfs finish
### flow/config.mk
export PLATFORM = sky130hd
export DESIGN_NAME = mult
export DESIGN_NICKNAME = mult
export VERILOG_FILES = /design/flow/design.v
export SDC_FILE = /design/flow/constraint.sdc
export NUM_CORES = 4
export LEC_CHECK = 1
export CORE_UTILIZATION = 30
### flow/constraint.sdc
current_design mult

set clk_period 10.3
set clk_io_pct 0.2

create_clock -name clk0 -period $clk_period

set non_clock_inputs [all_inputs -no_clocks]
set_input_delay [expr $clk_period * $clk_io_pct] -clock clk0 $non_clock_inputs
set_output_delay [expr $clk_period * $clk_io_pct] -clock clk0 [all_outputs]
### flow/design.v
module mult (a,b,c);
	input [9:0] a;
	input [9:0] b;
	output [9:0] c;
	wire [8:0] vala;
	wire [8:0] valb;
	assign vala = a;
	assign valb = b;
	wire signa = a[9];
	wire signb = b[9];
	reg [9:0] c;
	reg [17:0]temp;
	always @(*)
	begin
		if(signa==signb)
		begin
			temp <= vala * valb;
			c <= {1'b0,temp[17:9]};
		end
		else
		begin
			temp <= vala * valb;
			c <= {1'b1,temp[17:9]};
		end
	end
endmodule
==> reports/results.tsv <==
metric	value	unit
fin_tns_setup	0	ps
firstDrtPassIters	4	
clock_buffer_count	0	
ios	30	
vias_per_cell	4.650	
cp_num_buf_inv	4	
critPathMaxFanout	9	
tightestPinTransition	445.7	ps
holdPathEnd	c[9]	
p_switching	0.2433	mW
synth_area_per_cell	8.785	um2
grt_max_degree	10	
setup_violations	0	
status	finished, final reports clean	
warning_count	32	
post_cts_buffers	0	
port_buffers	30	
p_seq_share	0	%
gp_congestion	0.8570	
total_power	0.5162	mW
seq_area	0	um2
postCtsHoldBufs	0	
cpMostUsedCell	fa_1	
ys_seq_share	0	%
routed-via-count	1911	
n_fill_cell	816	
common_cells	57 x inv_1, 49 x fa_1, 43 x and2_1	
netlist_area	2486	um2
worstHoldPathType	primary input to primary output	
die-area	8656	um2
coreArea	7888	um2
ys_types	36	
grt_use_total	12.32	%
post-route-drc-count	0	
wirelength	4.777	mm
yosys_cells	283	
cts_resized	0	
grt_pass1_wl	8.390	mm
holdWs	5039	ps
clock.fmax	0.1107	GHz
power_density	178.8	nW/um2
worstPathRequired	8240	ps
path_delay_family	adder cells	
place_hpwl	4.187	mm
worstSetupStartpointType	primary input	
path_class	primary input to primary output	
layout-area-overhead-vs-synth	16.10	%
cp_slowest_cell	clkdlybuf4s50_1	
rows	32	
maxCapViolCount	0	
ant_nets	0	
switching_share	47.13	%
rsz0062_at_grt	false	
die_height	93.04	um
syn_inst	283	
mi_logic_area	2245	um2
antenna_found_initial	0	
hold_viol	0	
flops	0	
p_int	0.2729	mW
wl_per_cell	11.62	um
vdd_drop_max	99.29	uV
crit_chain	clkdlybuf4s50_1 -> and2_2 -> fa_1 -> fa_1 -> fa_1 -> inv_1 -> fa_1 -> inv_1 -> ha_1 -> o21a_1 -> a21oi_1 -> o211ai_2 -> a2111o_1 -> o311ai_1 -> clkdlybuf4s50_1	
dieWidth	93.04	um
top_area_share	39.46	%
finalCritPeriodShare	87.72	%
final-max-slew-violation-count	0	
drive_above_1_share	3.560	%
diodes	0	
critical_path.max_stage_delay	570	ps
synth_area_leader_cell	fa_1	
power_frac_comb	100.0	%
synth_warnings	1	
topCellsByArea	fa_1 39%, ha_1 17%, and2_1 11%, inv_1 8.6%, nand2_1 5.6%	
holdPathStages	3	
period_minus_slack	9035	ps
yosys-stat-area	2486	um2
slew_headroom	70.29	%
clkPwrFrac	0	%
endpoint_kind	primary output	
synth_dominant_cell_count	inv_1	
overflow	0	
critPathArrivalTime	6970	ps
p_leak	1.443	nW
min_from	a[9]	
grt_pass1_vias	1764	
fp_util	31.52	%
drtIter0Drc	47	
layout by cell type, fill, tap and decap left out:
cell type        instances
o2bb2ai_1                1
nand2b_1                 1
a41oi_4                  1
nand4_1                  3
a2bb2oi_1                1
fa_1                    49
clkdlybuf4s50_1         30
nand2_2                  1
and2_1                  43
o221ai_2                 1
a211o_1                  1
nand2_1                 37
or2_2                    1
and4_1                   1
a31oi_1                  1
o211ai_2                 1
o21a_1                   1
a211oi_1                 2
xor2_1                   3
o311ai_1                 1
and4_4                   1
xnor2_1                  7
nor3_1                   1
nor2_1                   4
a21oi_1                  9
o21ai_0                  7
o22ai_1                  1
nand3_1                  1
or3_1                    1
and2_2                   5
a2111o_1                 1
ha_1                    34
inv_1                   57
tightest hold or removal path, delay by kind of cell:
family                 cells  cell delay [ps]
XOR/XNOR                   1               60
buffers and inverters      2              860
cells by family (layout without fill, tap and decap cells):
logic type,Yosys count,in the layout,share of synthesized area [%]
AND-OR/OR-AND,29,29,8.707
buffers and inverters,61,87,9.713
AND/OR/NAND/NOR,100,100,21.49
adder cells (fa/ha/maj),83,83,56.57
XOR/XNOR,10,10,3.523
cell type report:
cell class	count	share of cell area (%)
multi-input cells	222	77.76
repair buffers	30	10.40
well taps	102	4.421
inverters	57	7.412
worst max-delay path by stage:
stage                 slack [ps]  cells after the start  start   end
after CTS                   1220                     15   b[8]  c[7]
after global routing        1040                     15   a[1]  c[7]
final                       1270                     15   b[8]  c[7]
per-stage QoR:
stage	cells	instance area (um2)	utilization (%)	setup WS, ps
finish	411	2887	36.60	1265
global route	411	2887	36.60	1041
CTS	411	2887	36.60	1224
global placement	411	2887	36.60	1228
detailed placement	411	2887	36.60	1213
floorplan	283	2486	-	2398
per-layer routing:
| layer | routed length (um) | part of all wire (%) | track usage [%] |
|---|---|---|---|
| met1 | 2363 | 49 | 20.55 |
| met2 | 2278 | 48 | 19.42 |
| met3 | 135 | 2.8 | 0.5790 |
| met4 | 0 | 0 | 0 |
| met5 | 0 | 0 | 0 |
power by group through the flow:
stage	clock network (mW)	logic [mW]	registers, mW
finish	0	0.516	0
global route	0	0.591	0
CTS	0	0.530	0
Power is estimated from default activity; no workload was simulated.
