File: config.mk
export PLATFORM = sky130hd
export DESIGN_NAME = multiplier
export DESIGN_NICKNAME = multiplier
export VERILOG_FILES = /design/flow/design.v
export SDC_FILE = /design/flow/constraint.sdc
export NUM_CORES = 4
export LEC_CHECK = 1
export CORE_UTILIZATION = 50
File: constraint.sdc
current_design multiplier

set clk_period 12.7
set clk_io_pct 0.2

create_clock -name clk0 -period $clk_period

set non_clock_inputs [all_inputs -no_clocks]
set_input_delay [expr $clk_period * $clk_io_pct] -clock clk0 $non_clock_inputs
set_output_delay [expr $clk_period * $clk_io_pct] -clock clk0 [all_outputs]
File: run.sh
#!/bin/bash
# OpenROAD 26Q1-2900-gdf79404cd8, Yosys 0.63+post, stock flow scripts
make -C /OpenROAD-flow-scripts/flow DESIGN_CONFIG=/design/flow/config.mk WORK_HOME=/design/flow/orfs finish
File: design.v
module multiplier (a,b,c);
	input [15:0] a;
	input [15:0] b;
	output [15:0] c;
	wire [14:0] vala;
	wire [14:0] valb;
	assign vala = a;
	assign valb = b;
	wire signa = a[15];
	wire signb = b[15];
	reg [15:0] c;
	reg [29:0]temp;
	always @(*)
	begin
		if(signa==signb)
		begin
			temp <= vala * valb;
			c <= {1'b0,temp[29:15]};
		end
		else
		begin
			temp <= vala * valb;
			c <= {1'b1,temp[29:15]};
		end
	end
endmodule
==> results.json <==
{
  "ys_warn_count": 1,
  "slowest_delay_ns": 0.75,
  "drt_iter0_markers": 136,
  "hold_end": "c[15]",
  "finalSetupTns_ns": 0,
  "min_period_over_period_pct": 91.3,
  "dpl-instance-area_um2": 7990,
  "die_h_um": 124,
  "seq_area_um2": 0,
  "min_from": "a[15]",
  "gp_congestion": 0.856,
  "min_path_cells": 3,
  "cp-end-kind": "output pin",
  "finalCriticalPeriod_ns": 11.59,
  "grt_pass1_vias": 5710,
  "fmax_ghz": 0.0863,
  "maxCapViolations": 0,
  "slowest_stage": "clkdlybuf4s50_1",
  "grt_pass1_wl_um": 27300,
  "grtUsageTotal_pct": 24.3,
  "cpLargestDelayFamily": "adder cells",
  "syn_area_um2": 7430,
  "ys_area_um2": 7430,
  "crit_type": "in2out",
  "area_delta_synth_final_pct": 7.56,
  "syn_inst": 844,
  "synth.distinct_cells": 48,
  "antenna_found_initial": 0,
  "port_buffers": 48,
  "vias": 5451,
  "synth_seq_share_pct": 0,
  "cts_setup_buffers": 0,
  "core_um2": 14500,
  "cp_common_cell": "fa_1",
  "timing.slew.headroom_pct": 47.9,
  "ios": 48,
  "post-dp-hpwl_um": 13500,
  "drive_above_1_share_pct": 1.40,
  "via_per_inst": 5.23,
  "cp_max_fo": 15,
  "warning_count": 32,
  "yosys.area.top_type_share_pct": 44.7,
  "report.final.setup_viol": 0,
  "drc": 0,
  "ctsResizeCount": 0,
  "hold_slack_ns": 6.00,
  "dieArea_um2": 15400,
  "wirelength_um": 15800,
  "ant_nets": 0,
  "avgRoutedWirePerCell_um": 15.2,
  "grt_max_degree": 16,
  "required_ns": 10.16,
  "cts-hold-fix-buffers": 0,
  "hold_viol": 0,
  "ys_cells": 844,
  "path_buffers": 6,
  "drv_slew": 0,
  "antenna_cells": 0,
  "syn_avg_cell_area_um2": 8.80,
  "worst_pin_slew_ns": 0.779,
  "rows": 44,
  "area_leaders": "fa_1 (45%), ha_1 (15%), and2_1 (13%)",
  "min_path_type": "in2out",
  "finish.utilization_pct": 55.0,
  "crit_chain": "clkdlybuf4s50_1, and2_1, fa_1, inv_1, fa_1, inv_1, fa_1, inv_1, fa_1, inv_1, fa_1, fa_1, ha_1, a21oi_1, o211ai_1, a22oi_1, o211ai_1, o311ai_1, clkdlybuf4s50_1",
  "top_area_cell": "fa_1",
  "rsz0062_at_grt": "no",
  "status": "completed",
  "seq_cell_count": 0,
  "gr-total-overflow": 0,
  "fin_area_um2": 7990,
  "critical_path_arrival_ns": 9.05,
  "nClkBuffers": 0,
  "die-width_um": 124,
  "first_pass_iters": 6,
  "startpoint_type": "input pin",
  "fp_util_pct": 51.1
}
-- logic make-up after synthesis --
| group | after synthesis | share of synthesized area (%) |
|---|---|---|
| compound gates | 55 | 5.59 |
| simple gates | 277 | 20.1 |
| fa+ha+maj | 257 | 60.0 |
| buf+inv | 240 | 12.5 |
| xor+xnor | 15 | 1.77 |
-- cell usage in the layout (no fill, tap or decap), drive strengths merged, types with 2 or more instances in the layout --
cell / netlist / final
inv: 205 / 205
fa: 166 / 166
and2: 149 / 149
ha: 91 / 91
nand2: 84 / 84
clkdlybuf4s50: 0 / 48
a21oi: 16 / 16
nor2: 13 / 13
o21ai: 11 / 11
xor2: 9 / 9
nand3: 7 / 7
nand4: 6 / 6
xnor2: 6 / 6
nand2b: 4 / 4
a2111oi: 4 / 4
o211ai: 3 / 3
o21bai: 3 / 3
a211oi: 3 / 3
nor3: 3 / 3
nor2b: 3 / 3
a22oi: 3 / 3
and3: 2 / 2
a21o: 2 / 2
o21a: 2 / 2
o311ai: 2 / 2
or2: 2 / 2
-- final cells by class --
cell class                 count  area (um2)
inverter                     205         769
timing repair buffer          49         488
multi-input combinational    604        6500
tap                          184         230
fill                        1310        6540
-- stage by stage --
step / cells / setup WS [ns]
floorplan: 844 / 2.70
global placement: 1042 / 1.17
detailed placement: 1042 / 1.15
CTS: 1042 / 1.12
global route: 1042 / 0.701
finish: 1042 / 1.11
-- synthesized netlist by cell type (4+ instances only) --
| cell | instances |
|---|---|
| inv_1 | 205 |
| fa_1 | 166 |
| and2_1 | 149 |
| ha_1 | 91 |
| nand2_1 | 84 |
| clkbuf_1 | 30 |
| a21oi_1 | 13 |
| nor2_1 | 12 |
| xor2_1 | 9 |
| nand3_1 | 7 |
| nand4_1 | 6 |
| xnor2_1 | 6 |
| o21ai_0 | 5 |
| o21ai_1 | 5 |
| nand2b_1 | 4 |
-- worst max path at each step --
| stage | start | to | cells past startpoint |
|---|---|---|---|
| CTS | a[9] | c[7] | 19 |
| global route | a[9] | c[6] | 20 |
| finish | a[9] | c[7] | 19 |
-- metal layers --
metal  up-vias  routed length, um  GRT usage [%]
met5         -                  0              0
met4         0                 78           1.12
met3         4                776           4.58
li1       2542                  -              -
met1      2769               6560           35.1
met2       136               8400           42.0
